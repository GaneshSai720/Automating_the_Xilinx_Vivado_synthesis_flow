**./design.v**
```verilog
`timescale 1ns / 1ps
module counter(clk, enable, dir, count);
  input logic clk,enable;
  output logic [2:0] dir;
  output logic [4:0]count;
  always@(posedge clk)
  begin
    if(enable)
      begin 
        if(count < 10)
          begin
            dir <= 3'b001;
            count <= count+1;  
          end
        else
          begin
            if(count < 15)
              begin
                count <= count+1;
                dir <= 3'b010;
              end
            else
              begin
                count <= 0;
                dir <= 3'b100;
              end
          end
       end
    else
      begin
        count <= 0;
        dir <= 3'b100;  
      end
  end
endmodule
`timescale 1ns / 1ps
module frequency_div(clk, slowed_clk, reset);
  input logic clk,reset;  
  parameter frequency = 100000000;
  output logic slowed_clk;  
  logic [25:0]tracker;  
  always@(posedge clk)
    begin
    if(reset)
      begin
        tracker <= 0;  
        slowed_clk <= 0;  
      end
    else
        begin
          tracker <= tracker + 1;
          if(tracker < frequency/2)  
            begin
              slowed_clk <= slowed_clk;
            end
          else
            begin
              tracker <= 0;
              slowed_clk <= ~slowed_clk;  
            end
        end
    end 
endmodule
`timescale 1ns / 1ps
module top_traffic_controller(clk, slowed_clk, reset, north_dir, south_dir, east_dir, west_dir);
  input logic clk,reset;
  output logic slowed_clk;  
  output logic [2:0]north_dir, south_dir, east_dir, west_dir;
  logic enable_n,enable_s,enable_e,enable_w;
  logic [4:0] count1,count2,count3,count4;
  frequency_div div(.clk(clk),.slowed_clk(slowed_clk),.reset(reset));  
  traffic_controller traffic_light_controller(.clk(slowed_clk), .reset(reset), .north_dir(north_dir), .south_dir(south_dir), .east_dir(east_dir), .west_dir(west_dir), .enable_n(enable_n), .enable_s(enable_s), .enable_e(enable_e), .enable_w(enable_w), .count1(count1), .count2(count2), .count3(count3), .count4(count4));
endmodule
`timescale 1ns / 1ps
module traffic_controller(clk, reset, north_dir, south_dir, east_dir, west_dir, enable_n, enable_s, enable_e, enable_w, count1, count2, count3, count4);
  input logic clk,reset;
  output logic[2:0]north_dir, south_dir, east_dir, west_dir;
  output logic enable_n,enable_s,enable_e,enable_w;
  typedef enum bit[1:0] {north, south, east, west} directions;  
  output logic [4:0] count1,count2,count3,count4;  
  directions traffic_dir;
  counter counter1(.clk(clk),.enable(enable_n),.dir(north_dir),.count(count1)); 
  counter counter2(.clk(clk),.enable(enable_s),.dir(south_dir),.count(count2));
  counter counter3(.clk(clk),.enable(enable_e),.dir(east_dir),.count(count3));
  counter counter4(.clk(clk),.enable(enable_w),.dir(west_dir),.count(count4));
  always@(posedge clk) begin
  if(reset) begin
  enable_n = 0;   
  enable_s = 0;
  enable_e = 0; 
  enable_w = 0;
  traffic_dir <= north; 
  end
  else  
  begin
  unique case(traffic_dir)
  north:begin
  if(count1 == 14)
    begin
    enable_n <= 0;  
    enable_s <= 1;  
    traffic_dir <= south;  
    end 
  else
    begin
      enable_n <= 1;  
    end
  end
  south:begin
  if(count2 == 14)
    begin
    enable_s <= 0;
    enable_e <= 1;
    traffic_dir <= east;
    end 
  end
  east:begin
  if(count3 == 14)
    begin
    enable_e <= 0;
    enable_w <= 1;
    traffic_dir <= west;
    end 
  end
  west:begin
  if(count4 == 14)
    begin
    enable_w <= 0;
    enable_n <= 1;
    traffic_dir <= north;
    end 
  end
  endcase
  end
  end  
endmodule
```
**./run.sh**
```bash
#!/bin/bash
# OpenROAD 26Q1-2900-gdf79404cd8, Yosys 0.63+post, stock flow scripts
make -C /OpenROAD-flow-scripts/flow DESIGN_CONFIG=/design/flow/config.mk WORK_HOME=/design/flow/orfs finish
```
**./config.mk**
```make
export PLATFORM = sky130hd
export DESIGN_NAME = top_traffic_controller
export DESIGN_NICKNAME = top_traffic_controller
export VERILOG_FILES = /design/flow/design.v
export SDC_FILE = /design/flow/constraint.sdc
export NUM_CORES = 4
export LEC_CHECK = 1
export CORE_UTILIZATION = 40
```
**./constraint.sdc**
```tcl
current_design top_traffic_controller

set clk_period 2.9
set clk_io_pct 0.2

create_clock -name clk0 -period $clk_period [get_ports {clk}]

set non_clock_inputs [all_inputs -no_clocks]
set_input_delay [expr $clk_period * $clk_io_pct] -clock clk0 $non_clock_inputs
set_output_delay [expr $clk_period * $clk_io_pct] -clock clk0 [all_outputs]
```
==> results.txt <==
impl run done, here's what came out: status=complete, no violations, startpoint types=flop, Max Clock Skew=2.66 ps, CP Max Fanout=9, slowest stage delay, CP=700 ps, RSZ-0062 raised after global routing=false, Final period util=71.1%, Setup crit end kind=flop, Tool Warnings=29, pwr dens=207 mW/mm², WL/cell=10.9 µm, Via Count=1948, slowest CP cell=or4_1, fraction of layout cells with a size suffix above 1=6.25%, Slew headroom=59.1%, crit-path most repeated cell=or4_1, final hold slack=475 ps, Yosys chip area=0.00270 mm², critical path arrival=2270 ps, vias in the first global route=1681, VDD IR max=0.216 mV, initial antenna violation count=0, Final Cell Area=0.00297 mm², CP Launch Point=div.tracker[3], CP Depth=4, FF-to-FF End=div.tracker[22], syn_area_per_cell=9.31 µm², Hold Path Sink=div.tracker[0], WP buf/inv=0, post-CTS sizing=0, total power=613 µW, total track usage=12.2%, Synth Warn #=3, critical-path cell list=nand4_4 > or4_1 > or4_1 > a21oi_1, register pins left without a clock=40, reg-to-reg slack, setup=840 ps, static leakage=0.00106 µW, die area=0.00709 mm², FMAX=485 MHz, core footprint=0.00642 mm², TritonCTS clock tree=yes, Post-CTS Setup Bufs=0, endpoints left unconstrained=52, sequential element share of the synthesized area=49.7%, CP Class=flop to flop, Synthesized registers=67, first-pass detailed-route iteration total=25, synthesized netlist cell count=290, die y size=84.2 µm, worst-margin pin slew=607 ps, ys cells=290, maximum root-to-sink buffer count=2, Starting DRT DRC Count=74, gr ovfl total=0, worst r2r src=div.tracker[3], placed cell areas=0.00292 mm², wire length of the first global-routing pass=7.21 mm, clock period minus worst slack=2060 ps, CTS HTree Levels=1, row cnt=29, die width=84.2 µm, final RePlAce weighted congestion=0.768, cts bufs inserted=3, area delta synth->final=9.91%, hold depth=1, Final setup viols=0, via density per instance=5.11, DRC viols=0, crit path DRT=3100 ps, count of cell types in the netlist=44, Final Util=46.2%, worst reg-to-reg path cell count=4, clock transition at the registers of the reported paths=90 ps, Maximum Capacitance Violations=0, cts hold-fix bufs=0, I/O pin total=15, antenna viol nets, final=0, largest net degree at the start of global routing=44, Hold Crit Start=div.tracker[0], clock root buffer master=clkbuf_8, Setup TNS=0 ps, fp util=42.1%, synthesized area=0.00270 mm², Hold WC Path Type=flop to flop, post-DP HPWL=3.02 mm, Clk Latency, worst-skew pair=270 ps, Final Hold Violating Endpoints=0, Max Transition Viols Final=0, count of port buffers added during placement=14, ANT cells=0, routed wire length=4.16 mm, critical path's top delay family=simple AND/OR/NAND/NOR gates
## per-stage QoR
stage / setup slack (ps) / instances
CTS: 818 / 381
global placement: 792 / 377
detailed placement: 764 / 377
finish: 837 / 381
floorplan: 1020 / 290
global route: 703 / 381
## cell usage after synthesis
| cell | number | area (µm²) |
|---|---|---|
| and4_1 | 2 | 17.5 |
| o21ba_2 | 2 | 20.0 |
| buf_6 | 1 | 11.3 |
| and3_1 | 1 | 6.26 |
| a2bb2oi_1 | 2 | 17.5 |
| nor2b_1 | 5 | 31.3 |
| xnor2_1 | 13 | 114 |
| a31oi_1 | 1 | 6.26 |
| nand4_1 | 6 | 37.5 |
| clkbuf_2 | 1 | 5.00 |
| and4b_1 | 3 | 30.0 |
| or3_1 | 3 | 18.8 |
| buf_2 | 1 | 5.00 |
| or4_2 | 1 | 8.76 |
| buf_4 | 1 | 7.51 |
| dfxtp_1 | 67 | 1340 |
| or3_2 | 3 | 22.5 |
| a31o_2 | 1 | 8.76 |
| and3_2 | 1 | 7.51 |
| o21a_1 | 1 | 7.51 |
| or4_1 | 4 | 30.0 |
| and2_1 | 1 | 6.26 |
| xor2_1 | 8 | 70.1 |
| a21oi_1 | 17 | 85.1 |
| a21o_1 | 2 | 15.0 |
| nand3_1 | 14 | 70.1 |
| o2111a_1 | 1 | 11.3 |
| or2_2 | 2 | 12.5 |
| nand2_1 | 16 | 60.1 |
| o31ai_1 | 2 | 15.0 |
| a311o_1 | 1 | 10.0 |
| mux2_2 | 1 | 11.3 |
| nand4b_1 | 3 | 26.3 |
| o21ai_0 | 12 | 60.1 |
| a22oi_1 | 1 | 7.51 |
| a41o_1 | 5 | 50.1 |
| nor4_1 | 3 | 18.8 |
| nand2b_1 | 4 | 25.0 |
| nand4_4 | 1 | 21.3 |
| ha_1 | 9 | 113 |
| inv_1 | 11 | 41.3 |
| nor3_1 | 6 | 30.0 |
| clkbuf_1 | 3 | 11.3 |
| nor2_1 | 47 | 176 |
## how the worst max path moves through the flow
stage | slack [ps] | to
after CTS | 820 | div.tracker[22]
after global routing | 700 | div.tracker[22]
final | 840 | div.tracker[22]
## cell usage in the layout, fill, tap and decap left out, types with 3 or more instances in the layout
cell type,count
a21oi_1,17
a41o_1,5
and4b_1,3
buf_4,3
clkbuf_8,3
clkdlybuf4s50_1,14
dfxtp_1,67
ha_1,9
inv_1,11
nand2_1,16
nand2b_1,4
nand3_1,14
nand4_1,6
nand4b_1,3
nor2_1,47
nor2b_1,5
nor3_1,6
nor4_1,3
o21ai_0,12
or3_1,3
or3_2,3
or4_1,4
xnor2_1,13
xor2_1,8
## per-layer routing
layer / global-route usage (%) / wire (µm) / up-vias
li1: - / - / 1036
met1: 18.6 / 2180 / 893
met2: 20.1 / 1880 / 17
met3: 0.996 / 61 / 2
met4: 1.88 / 35 / 0
met5: 0 / 0 / -
## cells by family after synthesis
| family | synth area share (%) |
|---|---|
| fa+ha+maj | 4.17 |
| simple gates | 24.3 |
| compound gates | 11.6 |
| xor+xnor | 6.81 |
| mux | 0.417 |
| buf+inv | 3.01 |
| flops | 49.7 |
## final cells by class
type / count / area [µm²]
clock buffers: 3 / 41.3
clock inverters: 1 / 7.51
fillers: 605 / 3450
inverters: 11 / 41.3
multi-input cells: 205 / 1280
flip-flops and latches: 67 / 1340
well taps: 77 / 96.3
repair buffers: 17 / 163
## worst reg2reg max path, delay by kind of cell (launching register included)
kind	cells	cell delay, ps
AOI/OAI and AO/OA	1	150
and+or+nand+nor	3	1390
DFF	1	450
## flip-flops by register name, indices dropped and copies added (netlist names)
register / flops
div.slowed_clk: 1
traffic_light_controller.counter3.count: 5
traffic_light_controller.enable_n: 1
traffic_light_controller.enable_w: 1
traffic_light_controller.enable_s: 1
traffic_light_controller.counter2.dir: 3
traffic_light_controller.counter1.dir: 3
traffic_light_controller.enable_e: 1
traffic_light_controller.counter3.dir: 3
traffic_light_controller.counter1.count: 5
traffic_light_controller.counter4.count: 5
div.tracker: 26
traffic_light_controller.traffic_dir: 4
traffic_light_controller.counter4.dir: 3
traffic_light_controller.counter2.count: 5
## power breakdown
part / total [µW] / internal [µW] / switching [µW]
Sequential: 378 / 374 / 3.64
Combinational: 19.7 / 7.92 / 11.8
Clock: 216 / 97.5 / 118
Total: 613 / 480 / 134
Power and IR drop assume default switching activity.
