==> /design/flow/design.v <==
`timescale 1ns / 1ps
module top_FIFO(clk, reset, WE, D_IN, RE, D_OUT, EMPTY, FULL, HALF_FULL, RP, WP);
  parameter M = 32;  
  parameter N = 16;  
  input bit clk;
  input logic reset;
  input logic WE;
  input logic [N-1:0]D_IN;
  input logic RE;
  output logic [N-1:0]D_OUT;
  output bit EMPTY;
  output bit FULL;
  output bit HALF_FULL;
  logic [N-1:0]qu[M-1:0]; 
  output logic [$clog2(M)-1:0]RP;  
  output logic [$clog2(M)-1:0]WP;  
  always_ff @(posedge clk or negedge reset) begin
  if(!reset)  
  begin
  RP = 0;
  WP = 0;
  end
  else
  begin  
  if(!FULL && WE)  
  begin
  qu[WP] = D_IN;
  WP = WP+1;
  end
  else 
  begin
  WP = WP;
  end
  if(!EMPTY && RE)  
  begin
  D_OUT = qu[RP];
  RP = RP+1;
  end
  else
  begin
  D_OUT = 8'bz;
  RP = RP;
  end
  end  
  end  
  always_comb begin
  if(WP == RP + M-1)  
  begin
  FULL = 1;
  end
  else
  begin
  FULL = 0;
  end
  if(WP == RP + M/2 -1)  
  begin
  HALF_FULL = 1;
  end
  else
  begin
  HALF_FULL = 0;
  end
  if(WP == RP)  
  begin
  EMPTY = 1;
  end
  else
  begin
  EMPTY = 0;
  end
  end
endmodule
==> /design/flow/run.sh <==
#!/bin/bash
# OpenROAD 26Q1-2900-gdf79404cd8, Yosys 0.63+post, stock flow scripts
make -C /OpenROAD-flow-scripts/flow DESIGN_CONFIG=/design/flow/config.mk WORK_HOME=/design/flow/orfs finish
==> /design/flow/config.mk <==
export PLATFORM = sky130hd
export DESIGN_NAME = top_FIFO
export DESIGN_NICKNAME = top_FIFO
export VERILOG_FILES = /design/flow/design.v
export SDC_FILE = /design/flow/constraint.sdc
export NUM_CORES = 4
export LEC_CHECK = 1
export CORE_UTILIZATION = 30
==> /design/flow/constraint.sdc <==
current_design top_FIFO

set clk_period 10.4
set clk_io_pct 0.2

create_clock -name clk0 -period $clk_period [get_ports {clk}]

set non_clock_inputs [all_inputs -no_clocks]
set_input_delay [expr $clk_period * $clk_io_pct] -clock clk0 $non_clock_inputs
set_output_delay [expr $clk_period * $clk_io_pct] -clock clk0 [all_outputs]
==> run summary <==
Results of the implementation run.

The run finished with clean final reports. Port buffering added 48 buffers. Post-synthesis, Yosys gives the total cell area as 27,000 sq um. The capture point of the worst register-to-register path is recorded as D_OUT[15].

The synthesis-to-layout area growth is 14.1%. The arrival time at the worst endpoint is 6070 ps. The maximum clock frequency came out at 174 MHz. The number of DRC markers after the initial detailed-route iteration came out at 1,176. The area of the placeable core came out at 88,800 sq um.

The maximum number of buffers from clock root to sink is 3. The filler-free cell count of the finished design is 3,120. Per the final layout report, the fraction of cells sized above drive strength 1 comes to 0.363. Data on the critical path is required at its endpoint by 10,720 ps. The maximum level of the CTS H-tree came out at 2. STA lists the startpoint of the worst hold path as qu[28][12]. The aggregate negative setup slack came out at 0 ps. In the hold timing report, the worst path depth is 2. The largest net degree at the start of global routing came out at 132.

The switching portion of total power is 0.349. The wire length after detailed routing came out at 79,900 microns. Looking at the hold checks, the worst path lands on qu[28][12]. The synthesized instance count came out at 1,859.

The DRC violation count after routing is 0. In this run the power density over the cells is 311 nW/um^2. The post-synthesis instance area is 27,000 sq um. The synthesis report lists the most area-consuming cells as sky130_fd_sc_hd__edfxtp_1 59%, sky130_fd_sc_hd__mux2_2 21%, sky130_fd_sc_hd__a22oi_1 4.2%, sky130_fd_sc_hd__clkbuf_1 1.5%, sky130_fd_sc_hd__nand2_1 1.3%. The top-level I/O count came out at 49. The total CTS buffers came out at 58.

The distinct cell type count of the synthesized netlist came out at 83. The switching power of the nets is 3.35 mW. Per the placement report, the placed cell count is 3,016. Of the total power, combinational logic draws 0.427. The global routing report lists combined usage of all routing layers as 0.186. The register share of total power is 0.374. The number of rows created at floorplan is 109. The initial antenna violation count came out at 1. In the finished design, the share of the clock period the worst path needs comes to 0.553.

The post-synthesis average cell area is 14.5 sq um. Clock tree synthesis selected as its root buffer the cell sky130_fd_sc_hd__clkbuf_16. The timing report gives the clock slew at the launch and capture registers of the worst setup and hold paths as 70 ps. The area fraction of the dominant cell type after synthesis came out at 0.587. The register-to-register setup slack is 5080 ps.

The clock insertion delay at the later pin of the skew report came out at 620 ps. The clock skew after layout came out at 21.8 ps. The count of flip-flops with a built-in enable after synthesis came out at 528. The sequential area share after synthesis is 0.596.

Internal power comes to 6.24 mW. The number of antenna diodes came out at 0. The post-cts sizing count came out at 0. The via count came out at 17,200. The fraction of the core area occupied by cells at floorplan is 0.304. The average wire per cell in the routed design is 25.6 microns. The relative slew slack came out at 0.250. The instance area after placement came out at 29,100 sq um.

The worst-margin pin slew is 1120 ps. The number of slew-limit violations in the final report is 0. The floorplan step set the die height to 302 microns. TritonCTS built the clock tree. The setup-violating endpoint count in the final report came out at 0. The remaining antenna violation count came out at 0. The final weighted congestion in routability-driven placement came out at 0.927. The total grt overflow came out at 0. The number of sinks handled by clock tree synthesis came out at 538. Using the TritonRoute via totals, the vias-per-cell ratio works out to 5.51. The quantity of hold-fixing buffers added after cts is 0. The max-cap violation count came out at 0.

The path depth of the worst reg2reg path came out at 13. Sorting the synthesized cells by how often they occur yields 528 x sky130_fd_sc_hd__edfxtp_1, 509 x sky130_fd_sc_hd__mux2_2, 150 x sky130_fd_sc_hd__a22oi_1. The first global-routing pass estimated 118,000 microns of wire.

STA classifies the critical path endpoint as a flop. Counting endpoints that fail hold in the final report gives 0. The post-route minimum period is 5750 ps.

The fraction of registers with async set/reset came out at 0.0186. The detailed-placement wirelength estimate is 47,900 microns. The synthesis stat section lists a flop and latch total of 538. The number of buffers inserted to repair setup after CTS came out at 0.

Of all cell types, the one taking the most synthesized area is sky130_fd_sc_hd__edfxtp_1. Per the timing report, the biggest fanout along the worst path comes to 18. The via count of the first global-routing pass is 17,600. The path category of the worst min-delay check is reg2reg. Setup repair after global routing left no endpoint under its margin. The worst setup path is launched from an input pin. The relative contribution of the clock network to total power came out at 0.199.

The standby leakage power is 10.4 nW. For the worst reg-to-reg path, the startpoint reported by OpenROAD is WP[1]. The most critical hold endpoint after final layout shows a slack of 560 ps. The logs give a warning total of 38. The category of the most critical setup path is in2reg. The count of yosys warnings during synthesis came out at 3.

Before antenna repair, the detailed router went through 20 iterations. The synthesis stats list as the most numerous cell sky130_fd_sc_hd__edfxtp_1. The summed area of non-filler cells in the final layout is 30,800 sq um.

The maximum vdd ir drop is 0.147 mV. The chip occupies 91,200 sq um. The yosys cell count came out at 1,859. In the synthesized netlist the dominant register cell turns out to be sky130_fd_sc_hd__edfxtp_1. The die is 302 microns wide.
[routing by layer]
layer  up-vias  part of all wire  global-route usage
met5         -                 0             0.00880
met2       902              0.46               0.279
met3       138              0.13               0.101
met4         0             0.029              0.0461
met1      8639              0.38               0.239
li1       7520                 -                   -
[worst max-delay path: stages]
cell and delay (ps):
sky130_fd_sc_hd__clkdlybuf4s50_1 570, sky130_fd_sc_hd__or3b_2 620, sky130_fd_sc_hd__a211oi_4 330, sky130_fd_sc_hd__o21ai_0 170
sky130_fd_sc_hd__nor2_2 110, sky130_fd_sc_hd__buf_4 300, sky130_fd_sc_hd__mux2_2 390, sky130_fd_sc_hd__a22oi_1 150
sky130_fd_sc_hd__a21bo_2 240, sky130_fd_sc_hd__nor4_1 930, sky130_fd_sc_hd__a211oi_1 160
[stage by stage]
step                total power [mW]  setup slack (ps)   util
detailed placement              7.69              4220  0.328
floorplan                       6.24              5300      -
finish                          9.59              4650  0.347
global route                    10.1              4600  0.347
CTS                             9.61              4890  0.347
global placement                7.61              4160  0.328
[final cells by class]
type	count	area (sq um)
clock buffers	75	1540
inverters	17	66.3
well taps	1165	1460
repair buffers	139	1190
fillers	8315	58000
flip-flops and latches	538	16100
clock inverters	29	179
multi-input cells	1157	10300
[cells by family after synthesis]
| kind of cell | count (synthesis) | synth area share |
|---|---|---|
| and+or+nand+nor | 305 | 0.0613 |
| DFF | 538 | 0.596 |
| buffers and inverters | 164 | 0.0252 |
| muxes | 523 | 0.218 |
| AOI/OAI and AO/OA | 301 | 0.0875 |
| xor gates and xnor gates | 15 | 0.00547 |
| adders and majority gates | 13 | 0.00602 |
[registers in the layout, summed over array words and instances, names as in the netlist]
register / cells
D_OUT: 16
RP: 5
WP: 5
qu: 512
[power groups by stage]
stage     clock network (mW)  registers [mW]  logic, mW
4_1_cts                 1.94            3.59       4.08
6_report                1.91            3.58       4.10
5_1_grt                 2.02            3.66       4.40
[worst max path at each step]
stage | start | depth (start not counted) | slack [ps] | end
4_1_cts | WE | 11 | 4890 | D_OUT[15]
5_1_grt | WE | 10 | 4600 | D_OUT[15]
6_report | WE | 11 | 4650 | D_OUT[15]
[placed cells by master (no fill, tap or decap), drive strengths merged, types with 6 or more instances in the layout]
master         Yosys  routed
a21boi            12      12
a21oi             12      12
a221o             10      10
a221oi            21      21
a22o              18      18
a22oi            150     150
a31oi              6       6
a32oi             11      11
and2              14      14
and3              14      14
buf               41      92
clkbuf           106      75
clkdlybuf4s50      0      47
clkinv             0      26
dfrtp             10      10
edfxtp           528     528
ha                13      13
inv               17      18
mux2             515     515
mux2i              8       8
nand2             95      95
nand2b             8       8
nand3             24      24
nand4             27      27
nor2              48      48
nor2b              7       7
nor3              12      12
nor4              12      12
o21ai             23      23
or2                7       7
xnor2              8       8
xor2               6       6
Power figures rest on the tool's default switching activity, not on a simulated workload.
