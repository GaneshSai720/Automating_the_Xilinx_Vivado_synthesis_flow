$ cat flow/run.sh
#!/bin/bash
# OpenROAD 26Q1-2900-gdf79404cd8, Yosys 0.63+post, stock flow scripts
make -C /OpenROAD-flow-scripts/flow DESIGN_CONFIG=/design/flow/config.mk WORK_HOME=/design/flow/orfs finish
$ cat flow/config.mk
export PLATFORM = sky130hd
export DESIGN_NAME = top_BA_4x4_Multiplier
export DESIGN_NICKNAME = top_BA_4x4_Multiplier
export VERILOG_FILES = /design/flow/design.v
export SDC_FILE = /design/flow/constraint.sdc
export NUM_CORES = 4
export LEC_CHECK = 1
export CORE_AREA = 10 10 70 70
export DIE_AREA = 0 0 80 80
$ cat flow/constraint.sdc
current_design top_BA_4x4_Multiplier

set clk_period 6.6
set clk_io_pct 0.2

create_clock -name clk0 -period $clk_period

set non_clock_inputs [all_inputs -no_clocks]
set_input_delay [expr $clk_period * $clk_io_pct] -clock clk0 $non_clock_inputs
set_output_delay [expr $clk_period * $clk_io_pct] -clock clk0 [all_outputs]
$ cat flow/design.v
`timescale 1ns / 1ps
module full_adder(A,B,Cin,Sum,Cout);
  input A,B,Cin; 
  output Sum,Cout;
  wire sum_0;  
  wire cout_0;  
  wire cout_1;  
  half_adder HA_0(.H_A(A),.H_B(B),.H_Sum(sum_0),.H_Carry(cout_0));
  half_adder HA_1(.H_A(sum_0),.H_B(Cin),.H_Sum(Sum),.H_Carry(cout_1));  
  or(Cout, cout_0, cout_1);   
endmodule 
`timescale 1ns / 1ps
module half_adder(H_A,H_B,H_Sum,H_Carry);
  input H_A,H_B;  
  output H_Sum,H_Carry;  
  xor(H_Sum,H_A,H_B);  
  and(H_Carry,H_A,H_B);  
endmodule
`timescale 1ns / 1ps
module top_BA_4x4_Multiplier(A,B,OUT);
  input [3:0]A;  
  input [3:0]B;  
  output [7:0]OUT;  
  wire P00,P10,P20,P30;  
  wire P01,P11,P21,P31;
  wire P02,P12,P22,P32;
  wire P03,P13,P23,P33;
  wire c1_0,c1_1,c1_2,c1_3;
  wire sum1_1,sum1_2,sum1_3;
  wire c2_0,c2_1,c2_2,c2_3;
  wire sum2_1,sum2_2,sum2_3;
  wire c3_0,c3_1,c3_2;  
  and(P00,A[0],B[0]); 
  and(P10,A[1],B[0]);
  and(P20,A[2],B[0]);
  and(P30,A[3],B[0]);
  and(P01,A[0],B[1]);
  and(P11,A[1],B[1]);
  and(P21,A[2],B[1]);
  and(P31,A[3],B[1]);
  and(P02,A[0],B[2]);
  and(P12,A[1],B[2]);
  and(P22,A[2],B[2]);
  and(P32,A[3],B[2]);
  and(P03,A[0],B[3]);
  and(P13,A[1],B[3]);
  and(P23,A[2],B[3]);
  and(P33,A[3],B[3]);   
  and(OUT[0],A[0],B[0]);
  half_adder HA_0(.H_A(P10),.H_B(P01),.H_Carry(c1_0),.H_Sum(OUT[1]));
  full_adder FA_0(.A(P20),.B(P11),.Cin(c1_0),.Cout(c1_1),.Sum(sum1_1));
  full_adder FA_1(.A(P30),.B(P21),.Cin(c1_1),.Cout(c1_2),.Sum(sum1_2));   
  half_adder HA_1(.H_A(P31),.H_B(c1_2),.H_Carry(c1_3),.H_Sum(sum1_3));
  half_adder HA_2(.H_A(sum1_1),.H_B(P02),.H_Carry(c2_0),.H_Sum(OUT[2]));
  full_adder FA_2(.A(sum1_2),.B(P12),.Cin(c2_0),.Cout(c2_1),.Sum(sum2_1));
  full_adder FA_3(.A(sum1_3),.B(P22),.Cin(c2_1),.Cout(c2_2),.Sum(sum2_2));
  full_adder FA_4(.A(c1_3),.B(P32),.Cin(c2_2),.Cout(c2_3),.Sum(sum2_3));
  half_adder HA_3(.H_A(sum2_1),.H_B(P03),.H_Carry(c3_0),.H_Sum(OUT[3])); 
  full_adder FA_5(.A(sum2_2),.B(P13),.Cin(c3_0),.Cout(c3_1),.Sum(OUT[4]));
  full_adder FA_6(.A(sum2_3),.B(P23),.Cin(c3_1),.Cout(c3_2),.Sum(OUT[5]));
  full_adder FA_7(.A(c2_3),.B(P33),.Cin(c3_2),.Cout(OUT[7]),.Sum(OUT[6]));
endmodule
==> results.txt <==
Results of an implementation run.

The most critical min-delay path falls under in2out. The worst-case IR drop observed on VDD is approximately 0.000011 V. The final routed DRC violation total is 0. The die extent in x is around 80 um. In this run, the number of DRC markers left after iteration 0 of detailed routing was 1. The least setup slack across all paths after layout is between 0.1 and 0.15 ns.

OpenSTA, run right after detailed placement, puts the worst setup slack at -0.510 ns. The leftover overflow at the end of global routing is 0. The number of warning messages in the yosys log is 0. The total number of sequential cells is 0. STA classifies the critical path startpoint as an input port. The initial antenna violation count is 0. Among all stages on the critical path, the maximum delay recorded is between 0.5 and 0.6 ns.

The required time of the critical path is ~5.3 ns. The total power per unit cell area is 77.2 nW/um2. For this design the top-level I/O count stands at 16.

The flow reports an fmax of between 0.15 and 0.2 GHz. The slowest library cell on the worst path is sky130_fd_sc_hd__fa_2. Data arrives at the worst endpoint at between 5 and 6 ns. The detailed router placed roughly 300 vias in this run. The number of placed instances, taps included, is approximately 110. In the Yosys report the total cell count is 46. The site row count is 21. The number of inserted diodes is 0. The count of final setup violators is 0. By instance count, the cell type seen most on the critical path is sky130_fd_sc_hd__fa_2. In this run the standard cell core region covers roughly 3400 um2. The critical path capture point type is an output port. The cell-mix breakdown from Yosys lists the simple-gate area share as roughly 22%. The number of clock buffers in the layout is 0. The xor-xnor portion of the synthesized cell area is 0%. The startpoint-to-endpoint class of the critical path is in2out. The pre-placement core utilization is a little under an eighth. Of the cells placed in the final design, the portion with a size suffix greater than 1 is 25.0%. The count of buffers added on input and output ports is 16.

For this run, the detailed router's first-pass iteration total came to 2. The tally of non-filler cells in the final layout is about 110. The slew at the pin closest to its max-slew limit is roughly 0.14 ns. For reference, the final report shows the hold violation count at 0. Setup repair after global routing left no endpoint under its margin. In the Yosys report, the sequential cells make up 0% of the chip area.

The static leakage power is 0.000312 uW. Per the synthesis report, the number of distinct cell types is 6. The final wirelength is between 800 and 900 um.

The global placement routability congestion is 0.719. The die footprint is between 6000 and 7000 um2. The setup TNS is 0 ns. The post-synthesis average cell area is approximately 8.5 um2. The count of tool warnings is 33. The routed design shows a via density per instance of around 2.8. Nets still carrying antenna violations after routing amount to 0.

For this design, the CTS-stage hold fixing added 0 buffers. After synthesis, the largest family of logic cells by area is adder cells. Leaving out fill and tap cells, the most frequent cells in the layout are 10 x sky130_fd_sc_hd__inv_1, 9 x sky130_fd_sc_hd__and2_1, 9 x sky130_fd_sc_hd__clkdlybuf4s50_1. For this run the detailed placement stage logged an HPWL of roughly 800 um. The synthesis-to-finish area growth is 58.1%.

Max-cap violations in this run came to 0. The number of filler instances in the final layout is roughly 390. STA lists the maximum fanout along the critical path as 2. Per the synthesis report, the adder-cell share of the synthesized area is between 50% and 60%.

Leaving out fill and tap cells, the most frequent cell in the layout is sky130_fd_sc_hd__inv_1. The sequential cells in the finished layout cover a total of 0 um2. The number of global-route vias before repair is around 340. The average detailed-routed wire length per instance is about 8 um. The combined area of all synthesized cells is around 400 um2. Overall routing resource usage recorded by global route was roughly 2.8%.

The time the worst path needs with I/O delays and setup is 6.46 ns. After technology mapping, the gate count stands at ~46. The signal on the critical path passes through dlygate4sd2_1 -> and2_4 -> ha_1 -> inv_1 -> fa_2 -> inv_2 -> fa_1 -> fa_2 -> fa_2 -> inv_1 -> fa_2 -> fa_2 -> fa_2 -> inv_1 -> dlygate4sd2_1. The pin count of the biggest net entering global routing is 5.

The share of the core filled with cells in the final layout is 18.1%. The die is ~80 um tall. The run finished with clean final reports. The slew check shows that the tightest pin keeps a relative margin of 90.6%. The final critical path takes up a little over nine tenths of the cycle. The max-slew violation count is 0. The yosys-reported design area after synthesis is ~390 um2. The multiplexer share of the synthesized area is 0%. In this run, the synthesized area fraction spent on AND-OR/OR-AND gates is recorded as 0%. Once the clock tree was built, the setup fixing pass inserted 0 buffers. The wire length of the first global-routing pass is 1500 um.
layer usage:
metal,part of all wire (%),vias up,GRT usage [%]
li1,-,152,-
met1,39,142,3.13
met2,55,6,5.46
met3,6.0,0,0.455
met4,0,0,0
met5,0,-,0
Yosys cell counts:
cell	instances	area share, %
sky130_fd_sc_hd__and2_1	11	18
sky130_fd_sc_hd__inv_1	11	11
sky130_fd_sc_hd__fa_1	8	41
sky130_fd_sc_hd__buf_4	7	13
sky130_fd_sc_hd__nand2_1	5	4.8
sky130_fd_sc_hd__ha_1	4	13
metrics by stage:
stage / area, um2 / hold slack, ns / power (uW)
2_1_floorplan: 392 / 2.71 / 29.6
3_3_place_gp: 594 / 3.76 / 49.9
3_5_place_dp: 594 / 3.75 / 49.8
4_1_cts: 602 / 3.58 / 49.7
5_1_grt: 619 / 3.47 / 56.7
6_report: 619 / 3.45 / 47.8
critical path: cells and delay by family:
family	cells	cell delay (ns)
and+or+nand+nor	1	0.14
buffers and inverters	6	0.66
adders and majority gates	8	3.00
layout make-up:
| class | instances | area (um2) | area share (%) |
|---|---|---|---|
| timing repair buffer | 21 | 200 | 32.3 |
| multi-input combinational | 28 | 320 | 51.7 |
| inverter | 11 | 41.3 | 6.67 |
| tap | 46 | 57.6 | 9.29 |
power by group:
group          switching (uW)  total [uW]  internal [uW]
Combinational            16.7        47.8           31.1
Sequential                  0           0              0
Clock                       0           0              0
Total                    16.7        47.8           31.1
cell families (layout without fill, tap and decap cells):
group,after synthesis,in the layout
simple gates,16,16
fa+ha+maj,12,12
buf+inv,18,32
worst paths after layout:
kind      to  slack [ns]  cells after the start  startpoint
max   OUT[6]        0.14                     15        A[0]
min   OUT[1]        3.45                      4        B[1]
timing repair:
action | CTS | global route
gates cloned | 0 | 0
resized | 9 | 8
setup endpoints to repair | 3 | 3
pin swaps | 6 | 4
Power is estimated from default activity; no workload was simulated.
